File: /design/flow/config.mk
export PLATFORM = sky130hd
export DESIGN_NAME = snake_ctrl
export DESIGN_NICKNAME = snake_ctrl
export VERILOG_FILES = /design/flow/design.v
export SDC_FILE = /design/flow/constraint.sdc
export NUM_CORES = 4
export LEC_CHECK = 1
export CORE_UTILIZATION = 40
File: /design/flow/constraint.sdc
current_design snake_ctrl

set clk_period 4.5
set clk_io_pct 0.2

create_clock -name clk0 -period $clk_period [get_ports {clk}]

set non_clock_inputs [all_inputs -no_clocks]
set_input_delay [expr $clk_period * $clk_io_pct] -clock clk0 $non_clock_inputs
set_output_delay [expr $clk_period * $clk_io_pct] -clock clk0 [all_outputs]
File: /design/flow/design.v
module  snake_ctrl(
        input                   clk                     ,
        input                   rst_n                   ,
        input         [ 7: 0]   ir_data                 ,
        input                   ir_dout_vld             ,
        input         [ 9: 0]   pixel_x                 ,
        input         [ 9: 0]   pixel_y                 ,
        input         [ 2: 0]   game_status             ,
        input                   body_add_sig            ,
        output  reg   [ 7: 0]   snake_length            ,
        output  wire  [ 5: 0]   head_x                  ,
        output  wire  [ 4: 0]   head_y                  ,
        output  reg             hit_body                ,
        output  reg             hit_wall                ,
        output  reg   [ 1: 0]   object 
);
parameter   TIME_250MS  =       6_250_000                       ;
localparam  PLAY    =           3'b010                          ;
parameter   IDLE        =       3'd0                            ; 
parameter   LETF        =       3'd1                            ;
parameter   RIGHT       =       3'd2                            ;
parameter   UP          =       3'd3                            ;
parameter   DOWN        =       3'd4                            ;
reg     [ 2: 0]                 status_c                        ;
reg     [ 2: 0]                 status_n                        ;
parameter   NONE        =       2'b00                           ;
parameter   HEAD        =       2'b01                           ;
parameter   BODY        =       2'b10                           ; 
wire    [ 5: 0]                 block_x                         ;
wire    [ 5: 0]                 block_y                         ;
reg     [22: 0]                 cnt0                            ;
wire                            add_cnt0                        ;
wire                            end_cnt0                        ;
reg     [ 5: 0]                 body_x[15: 0]                   ;
reg     [ 4: 0]                 body_y[15: 0]                   ;
reg     [15: 0]                 snake_light                     ;
reg     [ 3: 0]                 body_num                        ; 
assign  head_x      =       body_x[0];
assign  head_y      =       body_y[0];
always @(posedge clk or negedge rst_n)begin
    if(!rst_n)begin
        cnt0 <= 0;
    end
    else if(add_cnt0)begin
        if(end_cnt0)
            cnt0 <= 0;
        else
            cnt0 <= cnt0 + 1'b1;
    end
end
assign add_cnt0     =       1'b1;       
assign end_cnt0     =       add_cnt0 && cnt0 == TIME_250MS;
parameter   D_RIGHT     =       3'd0                           ;
parameter   D_LEFT      =       3'd1                           ;
parameter   D_UP        =       3'd2                           ;
parameter   D_DOWN      =       3'd3                           ;
parameter   D_NONE      =       3'd4                           ;
reg     [ 2: 0]                 direct                          ; 
always  @(posedge clk or negedge rst_n)begin
    if(rst_n==1'b0)begin
        direct  <=  D_NONE;
    end
    else if(ir_dout_vld && ir_data == 8'h07)begin
        direct  <=  D_LEFT;
    end
    else if(ir_dout_vld && ir_data == 8'h09)begin
        direct  <=  D_RIGHT;
    end
    else if(ir_dout_vld && ir_data == 8'h05)begin
        direct  <=  D_UP;
    end
    else if(ir_dout_vld && ir_data == 8'h08)begin
        direct  <=  D_DOWN;
    end
    else 
        direct  <=  D_NONE;
end
always@(posedge clk or negedge rst_n)begin
    if(!rst_n)begin
        status_c <= IDLE;
    end
    else begin
        status_c <= status_n;
    end
end
always@(*)begin
    if(game_status == PLAY)
        case(status_c)
            IDLE:begin 
                if(game_status == PLAY)
                    status_n = RIGHT;
                else
                    status_n = status_c;
            end
            RIGHT:begin
                if(direct == D_UP)begin
                    status_n = UP;
                end
                else if(direct == D_DOWN)begin
                    status_n = DOWN;
                end
                else begin
                    status_n = status_c;
                end
            end
            LETF:begin
                if(direct == D_UP)begin
                    status_n = UP;
                end
                else if(direct == D_DOWN)begin
                    status_n = DOWN;
                end
                else begin
                    status_n = status_c;
                end
            end
            UP:begin
                if(direct == D_RIGHT)begin
                    status_n = RIGHT;
                end
                else if(direct == D_LEFT)begin
                    status_n = LETF;
                end
                else begin
                    status_n = status_c;
                end
            end
            DOWN:begin
                if(direct == D_RIGHT)begin
                    status_n = RIGHT;
                end
                else if(direct == D_LEFT)begin
                    status_n = LETF;
                end
                else begin
                    status_n = status_c;
                end
            end
            default:begin
                status_n = IDLE;
            end
        endcase
    else
        status_n    <=      IDLE;
end
always  @(posedge clk or negedge rst_n)begin
    if(rst_n==1'b0)begin
        hit_wall    <=      1'b0;
    end
    else if(game_status == PLAY)begin
        case(status_c)
            UP:if(body_y[0] == 5'd0)
                    hit_wall    <=      1'b1;
                else
                    hit_wall    <=      1'b0;
            DOWN:if(body_y[0] == 5'd29)
                    hit_wall    <=      1'b1;
                else
                    hit_wall    <=      1'b0;
            RIGHT:if(body_x[0] == 6'd39)
                    hit_wall    <=      1'b1;
                else
                    hit_wall    <=      1'b0;
            LETF:if(body_x[0] == 6'd0)
                    hit_wall    <=      1'b1;
                else
                    hit_wall    <=      1'b0;
            default:
                hit_wall    <=      1'b0;
        endcase
    end
    else
        hit_wall    <=      1'b0;
end
always  @(posedge clk or negedge rst_n)begin
    if(rst_n==1'b0)begin
        hit_body    <=      1'b0; 
    end
    else if((body_x[0] == body_x[ 1] && body_y[0] == body_y[ 1] && snake_light[ 1] == 1'b1)|
            (body_x[0] == body_x[ 2] && body_y[0] == body_y[ 2] && snake_light[ 2] == 1'b1)|
            (body_x[0] == body_x[ 3] && body_y[0] == body_y[ 3] && snake_light[ 3] == 1'b1)|
            (body_x[0] == body_x[ 4] && body_y[0] == body_y[ 4] && snake_light[ 4] == 1'b1)|
            (body_x[0] == body_x[ 5] && body_y[0] == body_y[ 5] && snake_light[ 5] == 1'b1)|
            (body_x[0] == body_x[ 6] && body_y[0] == body_y[ 6] && snake_light[ 6] == 1'b1)|
            (body_x[0] == body_x[ 7] && body_y[0] == body_y[ 7] && snake_light[ 7] == 1'b1)|
            (body_x[0] == body_x[ 8] && body_y[0] == body_y[ 8] && snake_light[ 8] == 1'b1)|
            (body_x[0] == body_x[ 9] && body_y[0] == body_y[ 9] && snake_light[ 9] == 1'b1)|
            (body_x[0] == body_x[10] && body_y[0] == body_y[10] && snake_light[10] == 1'b1)|
            (body_x[0] == body_x[11] && body_y[0] == body_y[11] && snake_light[11] == 1'b1)|
            (body_x[0] == body_x[12] && body_y[0] == body_y[12] && snake_light[12] == 1'b1)|
            (body_x[0] == body_x[13] && body_y[0] == body_y[13] && snake_light[13] == 1'b1)|
            (body_x[0] == body_x[14] && body_y[0] == body_y[14] && snake_light[14] == 1'b1)|
            (body_x[0] == body_x[15] && body_y[0] == body_y[15] && snake_light[15] == 1'b1)
            )begin
        hit_body    <=      1'b1;
    end
    else
        hit_body    <=      1'b0;
end
always  @(posedge clk or negedge rst_n)begin
    if(rst_n==1'b0)begin
        body_x[0]    <=      'd10;
        body_y[0]    <=      'd5;
    end
    else if(game_status == PLAY)begin
        case(status_c)
            UP:     if(end_cnt0)    
                        body_y[0]   <=  body_y[0] - 1'b1;
            DOWN:   if(end_cnt0)   
                        body_y[0]   <=  body_y[0] + 1'b1;
            RIGHT:  if(end_cnt0)
                        body_x[0]   <=  body_x[0] + 1'b1;
            LETF:   if(end_cnt0)
                        body_x[0]   <=  body_x[0] - 1'b1;            
            default:begin
                body_x[0]    <=      'd10;
                body_y[0]    <=      'd5;
            end
        endcase
    end
    else begin
        body_x[0]    <=      'd10;
        body_y[0]    <=      'd5;
    end
end
always  @(posedge clk or negedge rst_n)begin
    if(rst_n==1'b0)begin
        body_x[ 1]   <=      6'd9;
        body_y[ 1]   <=      5'd5;
        body_x[ 2]   <=      6'd8;
        body_y[ 2]   <=      5'd5;
        body_x[ 3]   <=      6'd0;
        body_y[ 3]   <=      5'd0;
        body_x[ 4]   <=      6'd0;
        body_y[ 4]   <=      5'd0;
        body_x[ 5]   <=      6'd0;
        body_y[ 5]   <=      5'd0;
        body_x[ 6]   <=      6'd0;
        body_y[ 6]   <=      5'd0;
        body_x[ 7]   <=      6'd0;
        body_y[ 7]   <=      5'd0;
        body_x[ 8]   <=      6'd0;
        body_y[ 8]   <=      5'd0;
        body_x[ 9]   <=      6'd0;
        body_y[ 9]   <=      5'd0;
        body_x[10]   <=      6'd0;
        body_y[10]   <=      5'd0;
        body_x[11]   <=      6'd0;
        body_y[11]   <=      5'd0;
        body_x[12]   <=      6'd0;
        body_y[12]   <=      5'd0;
        body_x[13]   <=      6'd0;
        body_y[13]   <=      5'd0;
        body_x[14]   <=      6'd0;
        body_y[14]   <=      5'd0;
        body_x[15]   <=      6'd0;
        body_y[15]   <=      5'd0;
    end
    else if(status_c != IDLE && end_cnt0 && game_status == PLAY)begin
        body_x[ 1]   <=      body_x[ 0];   
        body_y[ 1]   <=      body_y[ 0];
        body_x[ 2]   <=      body_x[ 1];
        body_y[ 2]   <=      body_y[ 1];
        body_x[ 3]   <=      body_x[ 2];
        body_y[ 3]   <=      body_y[ 2];
        body_x[ 4]   <=      body_x[ 3];
        body_y[ 4]   <=      body_y[ 3];
        body_x[ 5]   <=      body_x[ 4];
        body_y[ 5]   <=      body_y[ 4];
        body_x[ 6]   <=      body_x[ 5];
        body_y[ 6]   <=      body_y[ 5];
        body_x[ 7]   <=      body_x[ 6];
        body_y[ 7]   <=      body_y[ 6];
        body_x[ 8]   <=      body_x[ 7];
        body_y[ 8]   <=      body_y[ 7];
        body_x[ 9]   <=      body_x[ 8];
        body_y[ 9]   <=      body_y[ 8];
        body_x[10]   <=      body_x[ 9];
        body_y[10]   <=      body_y[ 9];
        body_x[11]   <=      body_x[10];
        body_y[11]   <=      body_y[10];
        body_x[12]   <=      body_x[11];
        body_y[12]   <=      body_y[11];
        body_x[13]   <=      body_x[12];
        body_y[13]   <=      body_y[12];
        body_x[14]   <=      body_x[13];
        body_y[14]   <=      body_y[13];
        body_x[15]   <=      body_x[14];
        body_y[15]   <=      body_y[14];
    end
    else if(game_status != PLAY)begin
        body_x[ 1]   <=      6'd9;
        body_y[ 1]   <=      5'd5;
        body_x[ 2]   <=      6'd8;
        body_y[ 2]   <=      5'd5;
        body_x[ 3]   <=      6'd0;
        body_y[ 3]   <=      5'd0;
        body_x[ 4]   <=      6'd0;
        body_y[ 4]   <=      5'd0;
        body_x[ 5]   <=      6'd0;
        body_y[ 5]   <=      5'd0;
        body_x[ 6]   <=      6'd0;
        body_y[ 6]   <=      5'd0;
        body_x[ 7]   <=      6'd0;
        body_y[ 7]   <=      5'd0;
        body_x[ 8]   <=      6'd0;
        body_y[ 8]   <=      5'd0;
        body_x[ 9]   <=      6'd0;
        body_y[ 9]   <=      5'd0;
        body_x[10]   <=      6'd0;
        body_y[10]   <=      5'd0;
        body_x[11]   <=      6'd0;
        body_y[11]   <=      5'd0;
        body_x[12]   <=      6'd0;
        body_y[12]   <=      5'd0;
        body_x[13]   <=      6'd0;
        body_y[13]   <=      5'd0;
        body_x[14]   <=      6'd0;
        body_y[14]   <=      5'd0;
        body_x[15]   <=      6'd0;
        body_y[15]   <=      5'd0;
    end
end
always  @(posedge clk or negedge rst_n)begin
    if(rst_n==1'b0)begin
        snake_light             <=  16'h0007;
    end
    else if(body_add_sig && game_status == PLAY)begin
        snake_light[body_num]   <=  1'b1;
    end
    else if(game_status != PLAY)begin
        snake_light <=  16'h0007;
    end
end
always  @(posedge clk or negedge rst_n)begin
    if(rst_n==1'b0)begin
        snake_length    <=      8'd3;
    end
    else
        case(snake_light)
            16'h0007: snake_length    <=      8'h3; 
            16'h000f: snake_length    <=      8'h4;
            16'h001f: snake_length    <=      8'h5;
            16'h003f: snake_length    <=      8'h6;
            16'h007f: snake_length    <=      8'h7;
            16'h00ff: snake_length    <=      8'h8;
            16'h01ff: snake_length    <=      8'h9;
            16'h03ff: snake_length    <=      8'h10;
            16'h07ff: snake_length    <=      8'h11;
            16'h0fff: snake_length    <=      8'h12;
            16'h1fff: snake_length    <=      8'h13;
            16'h3fff: snake_length    <=      8'h14;
            16'h7fff: snake_length    <=      8'h15;
            16'hffff: snake_length    <=      8'h16;
        default:
            snake_length    <=      8'd3;
		  endcase
end
always  @(posedge clk or negedge rst_n)begin
    if(rst_n==1'b0)begin
        body_num    <=      'd3;
    end
    else if(body_add_sig && game_status == PLAY)begin
        body_num    <=      body_num + 1'b1;
    end
    else if(game_status != PLAY)begin
        body_num    <=      'd3;
    end
end
assign  block_x    =       pixel_x[9:4];
assign  block_y    =       pixel_y[9:4];
always  @(posedge clk or negedge rst_n)begin
    if(rst_n==1'b0)begin
        object  <=  NONE;
    end
    else if(block_x == body_x[0] && block_y == body_y[0] && snake_light[0] == 1'b1)begin
        object  <=  HEAD;
    end
    else if((block_x == body_x[ 1] && block_y == body_y[ 1] && snake_light[ 1] == 1'b1)|
            (block_x == body_x[ 2] && block_y == body_y[ 2] && snake_light[ 2] == 1'b1)|
            (block_x == body_x[ 3] && block_y == body_y[ 3] && snake_light[ 3] == 1'b1)|
            (block_x == body_x[ 4] && block_y == body_y[ 4] && snake_light[ 4] == 1'b1)|
            (block_x == body_x[ 5] && block_y == body_y[ 5] && snake_light[ 5] == 1'b1)|
            (block_x == body_x[ 6] && block_y == body_y[ 6] && snake_light[ 6] == 1'b1)|
            (block_x == body_x[ 7] && block_y == body_y[ 7] && snake_light[ 7] == 1'b1)|
            (block_x == body_x[ 8] && block_y == body_y[ 8] && snake_light[ 8] == 1'b1)|
            (block_x == body_x[ 9] && block_y == body_y[ 9] && snake_light[ 9] == 1'b1)|
            (block_x == body_x[10] && block_y == body_y[10] && snake_light[10] == 1'b1)|
            (block_x == body_x[11] && block_y == body_y[11] && snake_light[11] == 1'b1)|
            (block_x == body_x[12] && block_y == body_y[12] && snake_light[12] == 1'b1)|
            (block_x == body_x[13] && block_y == body_y[13] && snake_light[13] == 1'b1)|
            (block_x == body_x[14] && block_y == body_y[14] && snake_light[14] == 1'b1)|
            (block_x == body_x[15] && block_y == body_y[15] && snake_light[15] == 1'b1)
            )begin
        object  <=  BODY;
    end
    else begin
        object  <=  NONE;
    end
end
endmodule
File: /design/flow/run.sh
#!/bin/bash
# OpenROAD 26Q1-2900-gdf79404cd8, Yosys 0.63+post, stock flow scripts
make -C /OpenROAD-flow-scripts/flow DESIGN_CONFIG=/design/flow/config.mk WORK_HOME=/design/flow/orfs finish
==> results_tabular.tex <==
% Auto-generated results table
\begin{tabular}{lr}
\hline
Metric & Value \\
\hline
\multicolumn{2}{l}{\textbf{Power}} \\
\quad Overall Power & between 4000 and 5000 uW \\
\quad PD cells & approximately 280 nW/um2 \\
\quad Maximum VDD drop & 0.272 mV \\
\quad Leak & 0.00584 uW \\
\multicolumn{2}{l}{\textbf{Timing}} \\
\quad Setup TNS after final layout & 0 ns \\
\quad Slew HR & 37.5\% \\
\quad Measured slew at the worst slew-check pin & just over 0.9 ns \\
\quad Tcrit/Tclk final & 70.8\% \\
\quad Count of final setup violators & 0 \\
\quad Setup skew after layout & 0.0144 ns \\
\quad Final hold violation count & 0 \\
\quad Max-slew violations & 0 \\
\quad Final period demand of the worst path & 3.19 ns \\
\quad Top achievable clock speed & 314 MHz \\
\quad Setup repair after global routing missed its margin & false \\
\multicolumn{2}{l}{\textbf{Synthesis}} \\
\quad Post-synth EDFFs & 0 \\
\quad Sequential cell area fraction in the yosys report & 41.3\% \\
\quad Total cells reported by yosys after synthesis & 1622 \\
\quad Top cell type by total area after synthesis & sky130\_fd\_sc\_hd\_\_dfrtp\_1 \\
\quad Yosys synthesis chip area & around 14000 um2 \\
\quad Share of flip-flops with an asynchronous set or reset & 100\% \\
\quad Summed instance area of the synthesized netlist & 14300 um2 \\
\quad Main area contributors & sky130\_fd\_sc\_hd\_\_dfrtp\_1 38\%, sky130\_fd\_sc\_hd\_\_xnor2\_1 18\%, sky130\_fd\_sc\_hd\_\_nand2\_1 9.4\% \\
\quad Area share, top type & 38.0\% \\
\quad Netlist cell types & 58 \\
\quad Number of instances in the synthesized netlist & 1622 \\
\quad Average cell area after synthesis & 8.82 um2 \\
\quad Most common flop cell mapped by yosys & sky130\_fd\_sc\_hd\_\_dfrtp\_1 \\
\quad Flip-flop and latch count after synthesis & 235 \\
\quad Yosys warning count & 3 \\
\multicolumn{2}{l}{\textbf{Cells and area}} \\
\quad Layout cell share with drive strength beyond 1 & 6.84\% \\
\quad Filler cell count in the final layout & $\sim$3300 \\
\quad MI comb area & 7770 um2 \\
\quad Post-route cell area & 16000 um2 \\
\quad Finished Core Util & between 40\% and 50\% \\
\quad Synthesis-to-finish area growth & 11.7\% \\
\quad Sequential Area & 5900 um2 \\
\multicolumn{2}{l}{\textbf{CTS}} \\
\quad Cts repair resizes & 0 \\
\quad Clock insertion delay at the later pin of the skew report & between 0.5 and 0.6 ns \\
\quad Clock buffer count from CTS & 27 \\
\quad Clock tree from TritonCTS & built \\
\quad Sinks on Clock Net & 235 \\
\quad \# H-tree levels & 1 \\
\quad Number of setup buffers added after CTS & 0 \\
\quad Clock transition at the registers of the reported paths & 0.06 ns \\
\quad CTS hold repair buffers & 0 \\
\quad Root cell of the clock tree & sky130\_fd\_sc\_hd\_\_clkbuf\_16 \\
\quad CTS max path bufs & 3 \\
\multicolumn{2}{l}{\textbf{Routing}} \\
\quad Diodes inserted & 0 \\
\quad Via-per-instance ratio & around 5.5 \\
\quad Drt drc & 0 \\
\quad Residual antenna-violating net count after detailed routing & 0 \\
\quad Wirelength, routed & 41.5 mm \\
\quad First-pass iteration count of the detailed router & 5 \\
\quad Final routed wire length divided by cell count & between 15 and 20 um \\
\quad First DRT Iteration DRCs & 832 \\
\quad Total via count after detailed routing & 11600 \\
\multicolumn{2}{l}{\textbf{Run}} \\
\quad Number of warnings the tools reported & 39 \\
\quad Max-cap viol count & 0 \\
\multicolumn{2}{l}{\textbf{Floorplan}} \\
\quad Floorplan die width & $\sim$190 um \\
\quad Floorplan die height & around 190 um \\
\quad Core Footprint & 34900 um2 \\
\quad Count of pins on the block boundary & 58 \\
\quad Row count & 68 \\
\quad Core Util at FP & 41.0\% \\
\quad Die ar. & 36500 um2 \\
\multicolumn{2}{l}{\textbf{Placed design}} \\
\quad Cell area after placement & 15100 um2 \\
\quad Half-perimeter wire length after detailed placement & roughly 27 mm \\
\quad Placer congestion estimate & between 0.9 and 1 \\
\quad IO buf count & 46 \\
\multicolumn{2}{l}{\textbf{Critical path}} \\
\quad Critical path capture point type & flip-flop \\
\quad Arr. time, crit path & about 3.6 ns \\
\quad Maximum fanout encountered on the critical timing path & 32 \\
\quad Sort of element at the start of the critical path & flip-flop \\
\quad FF-to-FF setup slack & 1.31 ns \\
\quad Setup Crit Path Kind & flip-flop to flip-flop \\
\quad Req. time, crit path & 4.96 ns \\
\multicolumn{2}{l}{\textbf{Global route}} \\
\quad Vias in the first global route & 11300 \\
\quad Initial antenna violation count & 2 \\
\quad Global routing usage summed across all routing layers & 24.2\% \\
\quad Maximum number of pins on one net before global-route repair & $\sim$170 \\
\quad Grt total ovfl & 0 \\
\quad Global-route wire length before repair & 66.1 mm \\
\multicolumn{2}{l}{\textbf{Status}} \\
\quad Outcome & complete, no violations \\
\multicolumn{2}{l}{\textbf{Hold path}} \\
\quad Class of the tightest hold or removal check & primary input to asynchronous set/reset pin \\
\hline
\end{tabular}
[cells in the mapped netlist (all sizes together) (4+ instances only)]
cell and n:
nand4 90, nor2 41, a21o 6, o22ai 9, mux2i 4, nor3b 16
inv 21, o211ai 7, a22o 8, nor4 25, xnor2 289, dfstp 18
dfrtp 217, nor4b 4, nor3 31, nand2 361, or2 4, nand3 21
ha 13, a21oi 179, clkbuf 43, xor2 82, buf 72, o21ai 13
or3 4, and4 6, and2 4
[cells by family (layout without fill, tap and decap cells)]
logic type      count (synthesis)  after routing  synth area share [%]
buf+inv                       136            149                  4.61
other cells                     1              3                0.0262
xor+xnor                      371            371                  22.7
mux                             6              6                 0.437
flops                         235            235                  41.3
simple gates                  620            620                  20.3
compound gates                238            238                  9.24
fa+ha+maj                      15             15                  1.42
[stage by stage]
step / setup slack, ns / std cells / hold WS, ns
after floorplan: 1.80 / 1624 / 0.447
after global placement: 1.14 / 2045 / 0.472
after detailed placement: 1.12 / 2045 / 0.482
after CTS: 1.31 / 2092 / 0.355
after global routing: 1.07 / 2092 / 0.368
final: 1.31 / 2092 / 0.325
[state kept, by name (all words and copies together) (netlist names)]
signal,cells
object,2
cnt0,23
status_c,3
body_x,96
body_num,4
snake_light,16
snake_length,5
direct,4
hit_wall,1
hit_body,1
body_y,80
[cell usage in the layout, fill, tap and decap left out, drive strengths merged, types with 7 or more instances in the layout]
cell	Yosys	final
nor2	41	41
a21oi	179	179
o211ai	7	7
nor4	25	25
o22ai	9	9
xor2	82	82
nand2	361	361
o21ai	13	13
nor3	31	31
nor3b	16	16
a22o	8	8
dfrtp	217	217
inv	21	21
dfstp	18	18
ha	13	13
clkbuf	43	40
buf	72	36
clkdlybuf4s50	0	45
xnor2	289	289
nand3	21	21
nand4	90	90
[cell type report]
cell class	instances	area share, %
Sequential cell	235	37.0
Clock inverter	7	0.376
Tap cell	455	3.57
Clock buffer	40	4.91
Multi-Input combinational cell	1253	48.6
Inverter	21	0.494
Timing Repair Buffer	81	5.03
[report_power, final]
group	total, uW	internal (uW)	switching, uW
Clock	2120	1250	873
Sequential	2120	2120	3.97
Combinational	256	87.7	168
Total	4500	3460	1050
[worst max-delay path: stages (launching register included)]
cell                      delay, ns
sky130_fd_sc_hd__dfrtp_1       0.39
sky130_fd_sc_hd__nand4_1       0.17
sky130_fd_sc_hd__or4_4         0.53
sky130_fd_sc_hd__nor2_4        0.49
sky130_fd_sc_hd__o31a_2        0.78
sky130_fd_sc_hd__buf_4         0.47
sky130_fd_sc_hd__nand2_1       0.12
sky130_fd_sc_hd__a21oi_1       0.13
[layer usage]
| layer | global-route usage (%) | routed length (um) | vias to the layer above |
|---|---|---|---|
| met5 | 0 | 0 | - |
| met4 | 6.04 | 1180 | 0 |
| met3 | 4.15 | 2690 | 87 |
| met2 | 36.5 | 18900 | 362 |
| met1 | 37.2 | 18700 | 5726 |
| li1 | - | - | 5426 |
[worst paths after layout]
path / startpoint / to / cells after the start
hold reg to reg: cnt0[0] / cnt0[0] / 1
max in group asynchronous: rst_n / body_y[15][4] / 2
setup reg to reg: cnt0[18] / body_x[14][2] / 7
min in group clk0: cnt0[0] / cnt0[0] / 1
setup / recovery: cnt0[18] / body_x[14][2] / 7
hold / removal: rst_n / body_y[5][2] / 1
Power is estimated from default activity; no workload was simulated.
