## /design/flow/config.mk

```make
export PLATFORM = sky130hd
export DESIGN_NAME = ir_decode
export DESIGN_NICKNAME = ir_decode
export VERILOG_FILES = /design/flow/design.v
export SDC_FILE = /design/flow/constraint.sdc
export NUM_CORES = 4
export LEC_CHECK = 1
export CORE_UTILIZATION = 30
```

## /design/flow/constraint.sdc

```tcl
current_design ir_decode

set clk_period 7.3
set clk_io_pct 0.2

create_clock -name clk0 -period $clk_period [get_ports {clk}]

set non_clock_inputs [all_inputs -no_clocks]
set_input_delay [expr $clk_period * $clk_io_pct] -clock clk0 $non_clock_inputs
set_output_delay [expr $clk_period * $clk_io_pct] -clock clk0 [all_outputs]
```

## /design/flow/design.v

```verilog
module  ir_decode(
        input                   clk                     ,
        input                   rst_n                   ,
        input                   ir_din                  ,
        output  wire  [ 7: 0]   ir_data                 ,
        output  reg             ir_dout_vld 
);
parameter   MIN_9MS     =       19'd162_500                     ; 
parameter   MAX_9MS     =       19'd247_500                     ; 
parameter   MIN_4_5MS   =       19'd76_250                      ; 
parameter   MAX_4_5MS   =       19'd138_750                     ; 
parameter   MIN_560US   =       19'd10_000                      ; 
parameter   MAX_560US   =       19'd17_500                      ; 
parameter   MIN_1690US  =       19'd37_500                      ; 
parameter   MAX_1690US  =       19'd45_000                      ; 
parameter   IDLE        =       4'b0001                         ;
parameter   CHECK_T9MS  =       4'b0010                         ;
parameter   CHECK_T4_5MS=       4'b0100                         ;
parameter   DATA_DECODE =       4'b1000                         ;
reg     [31: 0]                 ir_dout                         ; 
reg     [ 3: 0]                 state_c                         ;
reg     [ 3: 0]                 state_n                         ;
reg     [ 3: 0]                 ir_din_r                        ;
wire                            ir_l2h                          ;
wire                            ir_h2l                          ; 
reg     [18: 0]                 cnt_clk                         ; 
wire                            add_cnt_clk                     ;
wire                            end_cnt_clk                     ; 
reg     [31: 0]                 cnt_data                        ;
wire                            add_cnt_data                    ;
wire                            end_cnt_data                    ;
wire                            check_9ms_start                 ;
wire                            check_4_5ms_start               ;
wire                            data_decode_start               ;
wire                            idle_start                      ; 
wire                            check_9ms_ok                    ; 
wire                            check_4_5ms_ok                  ; 
wire                            check_560us_ok                  ; 
wire                            check_1690us_ok                 ; 
assign  ir_data     =       ir_dout[23:16];
always  @(posedge clk or negedge rst_n) begin
        if(rst_n == 1'b0)
            ir_din_r    <=      'd0;
        else
            ir_din_r    <=      {ir_din_r[2:0],ir_din}; 
end
assign  ir_h2l      =       (!ir_din_r[2]) && ir_din_r[3];
assign  ir_l2h      =       ir_din_r[2] && (!ir_din_r[3]);
always @(posedge clk or negedge rst_n)begin
    if(!rst_n)begin
        cnt_clk <= 0;
    end
    else if(add_cnt_clk)begin
        if(end_cnt_clk)
            cnt_clk <= 0;
        else
            cnt_clk <= cnt_clk + 1'b1;
    end
end
assign  add_cnt_clk     =       (state_c != IDLE);  
assign  end_cnt_clk     =       add_cnt_clk && (ir_h2l || ir_l2h);   
assign  check_9ms_ok    =       (state_c == CHECK_T9MS) && (cnt_clk >= MIN_9MS) && (cnt_clk <= MAX_9MS);   
assign  check_4_5ms_ok  =       (state_c == CHECK_T4_5MS) && (cnt_clk >= MIN_4_5MS) && (cnt_clk <= MAX_4_5MS);
assign  check_560us_ok  =       (state_c == DATA_DECODE) && (cnt_clk >= MIN_560US) && (cnt_clk <= MAX_560US);
assign  check_1690us_ok =       (state_c == DATA_DECODE) && (cnt_clk >= MIN_1690US) && (cnt_clk <= MAX_1690US);
always@(posedge clk or negedge rst_n)begin
    if(!rst_n)begin
        state_c <= IDLE;
    end
    else begin
        state_c <= state_n;
    end
end
always@(*)begin
    case(state_c)
        IDLE:begin
            if(check_9ms_start)begin  
                state_n = CHECK_T9MS;
            end
            else begin
                state_n = state_c;
            end
        end
        CHECK_T9MS:begin
            if(check_4_5ms_start)begin   
                state_n = CHECK_T4_5MS;
            end
            else if(ir_l2h && (!check_9ms_ok))begin  
                state_n = IDLE;
            end
            else begin
                state_n = state_c;   
            end
        end
        CHECK_T4_5MS:begin
            if(data_decode_start)begin 
                state_n = DATA_DECODE;
            end
            else if(ir_h2l && (!check_4_5ms_ok))begin
                state_n = IDLE;
            end
            else begin
                state_n = state_c;
            end
        end
        DATA_DECODE:begin
            if(idle_start)begin
                state_n = IDLE;
            end
            else begin
                state_n = state_c;
            end
        end
        default:begin
            state_n = IDLE;
        end
    endcase
end
assign  check_9ms_start         =       (state_c == IDLE) && ir_h2l;
assign  check_4_5ms_start       =       (state_c == CHECK_T9MS) && ir_l2h && check_9ms_ok;
assign  data_decode_start       =       (state_c == CHECK_T4_5MS) && ir_h2l && check_4_5ms_ok;
assign  idle_start              =       (state_c == DATA_DECODE) && ((ir_l2h && !check_560us_ok) || (ir_h2l && !check_560us_ok && !check_1690us_ok) || ir_dout_vld);
always @(posedge clk or negedge rst_n)begin
    if(!rst_n)begin
        cnt_data <= 0;
    end
    else if(add_cnt_data)begin
        if(end_cnt_data)
            cnt_data <= 0;
        else
            cnt_data <= cnt_data + 1;
    end
end
assign add_cnt_data = (state_c == DATA_DECODE) && ir_h2l; 
assign end_cnt_data = ((state_c == DATA_DECODE) && ((ir_l2h && !check_560us_ok) || (ir_h2l && !check_560us_ok && !check_1690us_ok))) || (add_cnt_data && (cnt_data == 32-1));   
always  @(posedge clk or negedge rst_n) begin
        if(rst_n == 1'b0)
            ir_dout_vld     <=      1'b0;
        else if(add_cnt_data && (cnt_data == 32-1))
            ir_dout_vld     <=      1'b1;
        else
            ir_dout_vld     <=      1'b0;
end
always  @(posedge clk or negedge rst_n) begin
        if(rst_n == 1'b0)
            ir_dout     <=      'd0;
        else if(add_cnt_data)
            if(check_560us_ok)
                ir_dout[cnt_data]   <=      1'b0;
            else if(check_1690us_ok)
                ir_dout[cnt_data]   <=      1'b1;
end
endmodule
```

## /design/flow/run.sh

```bash
#!/bin/bash
# OpenROAD 26Q1-2900-gdf79404cd8, Yosys 0.63+post, stock flow scripts
make -C /OpenROAD-flow-scripts/flow DESIGN_CONFIG=/design/flow/config.mk WORK_HOME=/design/flow/orfs finish
```

==> COMMIT_EDITMSG <==
Record implementation results from latest flow run

- The flow ran to the end, and the final reports show no timing, DRC or antenna violations.
- VDD sags by at most 0.0000968 V.
* Cell total in the yosys stat output: 552
* Sw Pwr: 175 µW
* YS chip area: 4840 µm²
- Number of non-filler instances in the completed layout: 758
- All-Layer GR Usage: 14.1%
- Row count: 46
* Reg clk slew, reported paths: 0.06 ns
- Summed over all layers, the global routing overflow is 0.
- The tree is rooted in a sky130_fd_sc_hd__clkbuf_16.
- Power density over the cells: 155 nW/µm²
* Slew at the pin closest to its max-slew limit: 0.858 ns
* Cell-internal power: 654 µW
- Die x size: 129 µm
* Post-detail-place hpwl: 7750 µm
- The initial antenna violation count is 0.
* Count of inserted antenna diode cells: 0
- The worst setup path is captured at a register.
* Count of tool warnings: 29
- Clock skew after layout: 0.00623 ns
* Average wire per standard cell: 14.4 µm
- The critical path's slowest stage uses the library cell sky130_fd_sc_hd__dfrtp_1.
- Worst path setup slack after routing: 3.56 ns
- The skew report gives the latency at the later pin of the worst-skew pair as 0.33 ns.
* Share of flip-flops with an asynchronous set or reset after synthesis: 100%
- Data arrival time of the critical path: 3.96 ns
- Worst setup timing slack at the placement stage: 3.60 ns
- The share of total power dissipated in combinational logic is 1.7%.
- The number of maximum-capacitance violations recorded for the run is 0.
* Most repeated library cell on the critical path: sky130_fd_sc_hd__a2111oi_4
* CTS HTree Levels: 3
- The area taken by multi-input combinational cells is reported as 2890 µm².
- Number of setup buffers added after CTS: 0
- Setup total negative slack on the finished layout was measured at 0 ns.
- Yosys mapped a number of flops with a built-in enable equal to 0.
- Shortest period the worst path allows: 3.74 ns
- In the Yosys stats the netlist draws on 77 distinct library cells.
- Entering global routing, the biggest net connects 39 pins.
- Per report_power, the clock group accounts for 52.6% of the total.
- Warnings reported by Yosys during synthesis add up to 1.
- Crit-path max cell delay: 0.62 ns
- Slew headroom: 42.7%
* Input/output buffers: 11
- The overall die size recorded for this design is 16600 µm².
- The first global-routing pass estimated 18700 µm of wire.
- Measured against the total synthesized area, the mux share comes to 2.07%.
- Fraction of synthesized cell area in xor and xnor cells: 8.51%
- Of the total synthesized cell area, the portion taken by AND-OR and OR-AND cells is 14.0%.
- Nature of the critical path startpoint: register
* Routed wire length: 10900 µm
* Post-synth seq share: 35.2%
* Via count of the first global-routing pass: 3684
- Upper clock frequency limit: 0.267 GHz
* Post-Place Cells: 742
* Util after Layout: 33.9%
- Dividing the synthesized area by the synthesized cell count gives 8.77 µm².
- Across the whole layout, storage elements account for 1700 µm².
- The CTS log lists the clock sinks for this run as 68.
- Detail Route Antenna Nets: 0
* Router iterations before antenna repair: 4
- Final hold analysis gives a worst-case slack of 0.346 ns.
* Cell Area, Synth: 4840 µm²
- Required time at the endpoint of the critical path: 7.51 ns
- Crit path cell chain: inv_1 -> ha_1 -> nor3_1 -> nand4b_1 -> a2111oi_4 -> o2111ai_2 -> a2111oi_4 -> o2111ai_4 -> nor4_1 -> mux2_1
* Worst hold-check path type: register to register
- Post-layout period usage of the worst path: 51.3%
* Layout Area Growth over Synthesis: 10.8%
* Number of resized instances in the post-cts repair step: 0
- According to the floorplan report, the placeable core area is 15800 µm².
* Count of vias placed by the detailed router: 3965
* Number of inserted filler cells in the final layout: 1589
* Net switching share of the total power: 21.1%
- Count of endpoints failing hold in the final timing report: 0
- The share of the core area taken by cells at floorplan is 30.6%.
- Of the post-synthesis cell area, the dominant cell type holds 34.6%.
- The leakage power in the latest report is 0.00228 µW.
- Adders+Majority by Area: 1.55%
- CTS reports a maximum clock tree buffer depth of 2.
- Post-route DRC: 0
- Hold repair after CTS inserted 0 buffers.
* Maximum net fanout on the critical path: 16
- Ranked by total cell area, the synthesized netlist is headed by sky130_fd_sc_hd__dfrtp_1 (35%), sky130_fd_sc_hd__nor2_1 (5.3%), sky130_fd_sc_hd__xor2_1 (5.1%), sky130_fd_sc_hd__nand2_1 (3.7%), sky130_fd_sc_hd__xnor2_1 (3.4%).
- The floorplan step set the die height to 129 µm.
- According to the I/O placement log, the pin count is 12.
- Number of buffers created by CTS: 9
- Part of the total power dissipated in sequential elements: 45.7%
- Total of endpoints with negative setup slack in the final report: 0
* Register bit count reported by yosys: 68
* Top comb family, area: simple AND/OR/NAND/NOR gates
- The biggest area contributor in the post-synthesis netlist is sky130_fd_sc_hd__dfrtp_1.
* Weighted congestion reported at the end of routability-driven placement: 0.878
* Total count of max-transition violations in the final report: 0
- In the synthesized netlist, the number of instances is 552.
- In the synthesized netlist the dominant register cell turns out to be sky130_fd_sc_hd__dfrtp_1.
* Average vias per placed instance: 5.23
- By startpoint and endpoint, the worst setup path is classified as register to register.
- Setup repair after global routing left no endpoint under its margin.
- Number of DRC markers in iteration 0: 285
- The post-route netlist has 9.78% of its cells at a drive strength greater than 1.
* CTS tree: done
* Simple-gate share of the synthesized area: 33.6%
worst paths after layout:
path / startpoint / endpoint / slack [ns] / depth (start not counted)
setup / recovery: cnt_data[0]$_DFFE_PN0P_ / register / 3.56 / 10
hold / removal: ir_din_r[1]$_DFF_PN0_ / ir_din_r[2]$_DFF_PN0_ / 0.35 / 0
setup reg to reg: cnt_data[0]$_DFFE_PN0P_ / register / 3.56 / 10
hold reg to reg: ir_din_r[1]$_DFF_PN0_ / ir_din_r[2]$_DFF_PN0_ / 0.35 / 0
max in group asynchronous: rst_n / state_c[0]$_DFF_PN1_ / 5.18 / 2
min in group asynchronous: rst_n / cnt_data[16]$_DFFE_PN0P_ / 1.17 / 1
through the flow:
step	instance area [µm²]	total power, µW
global placement	5060	400
finish	5360	829
global route	5360	857
CTS	5360	841
floorplan	4840	390
detailed placement	5060	401
cell usage after synthesis, drive strengths merged (5+ instances only):
| library cell | number |
|---|---|
| a21oi | 9 |
| and2 | 5 |
| ha | 6 |
| xnor2 | 19 |
| nand2 | 48 |
| inv | 16 |
| or2 | 7 |
| o21ai | 18 |
| nand3 | 31 |
| or4 | 6 |
| or3 | 9 |
| xor2 | 28 |
| buf | 9 |
| clkbuf | 32 |
| dfrtp | 67 |
| o31ai | 8 |
| mux2 | 8 |
| o211ai | 6 |
| o2111ai | 7 |
| nor2 | 70 |
| and3 | 12 |
| nor3 | 27 |
| nor4b | 6 |
| nand4 | 11 |
| nor4 | 26 |
power by group through the flow:
stage | registers [µW] | logic (µW) | clock network (µW)
after CTS | 379 | 15.2 | 447
after global routing | 379 | 17.2 | 461
final | 379 | 14.3 | 436
cell type report:
| type | count | area share [%] |
|---|---|---|
| clock inverter | 6 | 1.19 |
| multi-input combinational | 427 | 53.9 |
| inverter | 16 | 1.12 |
| clock buffer | 10 | 4.46 |
| sequential | 68 | 31.8 |
| timing repair buffer | 15 | 2.52 |
| tap | 216 | 5.04 |
logic make-up after synthesis:
family / count (synthesis)
compound gates: 84
xor+xnor: 47
fa+ha+maj: 6
buf+inv: 57
flops: 68
mux: 9
simple gates: 281
layer usage:
layer	track usage, %	vias to the layer above	share of wire (%)
met5	0	-	0
met4	1.80	0	0.83
met3	2.23	11	4.0
met2	21.5	74	47
met1	21.9	1906	49
li1	-	1974	-
placed cells by master (no fill, tap or decap), types with 5 or more instances in the layout:
cell and count:
sky130_fd_sc_hd__nor4_1 21, sky130_fd_sc_hd__mux2_1 7, sky130_fd_sc_hd__o211ai_1 6, sky130_fd_sc_hd__and3_1 12, sky130_fd_sc_hd__or2_2 6, sky130_fd_sc_hd__nor3_1 21, sky130_fd_sc_hd__a21oi_1 9, sky130_fd_sc_hd__o31ai_1 7
sky130_fd_sc_hd__nor2_1 68, sky130_fd_sc_hd__ha_1 6, sky130_fd_sc_hd__inv_1 16, sky130_fd_sc_hd__xor2_1 28, sky130_fd_sc_hd__clkdlybuf4s50_1 10, sky130_fd_sc_hd__clkbuf_16 9, sky130_fd_sc_hd__o2111ai_1 5, sky130_fd_sc_hd__or4_1 6
sky130_fd_sc_hd__nand2_1 48, sky130_fd_sc_hd__nand4_1 10, sky130_fd_sc_hd__xnor2_1 19, sky130_fd_sc_hd__nand3_1 30, sky130_fd_sc_hd__dfrtp_1 67, sky130_fd_sc_hd__o21ai_0 17, sky130_fd_sc_hd__or3_1 9
worst max-delay path, delay by kind of cell, from the launching register on:
family | cells | cell delay [ns]
mux | 1 | 0.35
compound gates | 4 | 1.21
fa+ha+maj | 1 | 0.35
buf+inv | 1 | 0.21
flops | 1 | 0.62
simple gates | 3 | 0.89
Power and IR drop assume default switching activity.
